===== flow/config.mk =====
export PLATFORM = sky130hd
export DESIGN_NAME = con_input
export DESIGN_NICKNAME = con_input
export VERILOG_FILES = /design/flow/design.v
export SDC_FILE = /design/flow/constraint.sdc
export NUM_CORES = 4
export LEC_CHECK = 1
export CORE_UTILIZATION = 40

===== flow/constraint.sdc =====
current_design con_input

set clk_period 12.2
set clk_io_pct 0.2

create_clock -name clk0 -period $clk_period [get_ports {clk}]

set non_clock_inputs [all_inputs -no_clocks]
set_input_delay [expr $clk_period * $clk_io_pct] -clock clk0 $non_clock_inputs
set_output_delay [expr $clk_period * $clk_io_pct] -clock clk0 [all_outputs]

===== flow/design.v =====
module con_input (
    input	       clk, rst,
    input [23:0]       data,
    input [23:0]       wt,
    input	       send,
    output logic [7:0] data_pe0,
    output logic [7:0] data_pe1,
    output logic [7:0] data_pe2,
    output logic [7:0] data_pe3,
    output logic [7:0] data_pe4,
    output logic [7:0] data_pe5,
    output logic [7:0] data_pe6,
    output logic [7:0] data_pe7,
    output logic [7:0] data_pe8,
    output logic [7:0] wt_pe0,
    output logic [7:0] wt_pe1,
    output logic [7:0] wt_pe2,
    output logic [7:0] wt_pe3,
    output logic [7:0] wt_pe4,
    output logic [7:0] wt_pe5,
    output logic [7:0] wt_pe6,
    output logic [7:0] wt_pe7,
    output logic [7:0] wt_pe8
);
   logic [3:0] cnt;
   logic [7:0]	fdata_pe0;
   logic [7:0]	fdata_pe1;
   logic [7:0]	fdata_pe2;
   logic [7:0]	fdata_pe3;
   logic [7:0]	fdata_pe4;
   logic [7:0]	fdata_pe5;
   logic [7:0]	fdata_pe6;
   logic [7:0]	fdata_pe7;
   logic [7:0]	fdata_pe8;
   logic [7:0]	fwt_pe0;
   logic [7:0]	fwt_pe1;
   logic [7:0]	fwt_pe2;
   logic [7:0]	fwt_pe3;
   logic [7:0]	fwt_pe4;
   logic [7:0]	fwt_pe5;
   logic [7:0]	fwt_pe6;
   logic [7:0]	fwt_pe7;
   logic [7:0]	fwt_pe8;
   always_ff @ (posedge clk) begin
      if (rst) begin
         fdata_pe0 <= 0;
         fdata_pe1 <= 0;
         fdata_pe2 <= 0;
         fdata_pe3 <= 0;
         fdata_pe4 <= 0;
         fdata_pe5 <= 0;
         fdata_pe6 <= 0;
         fdata_pe7 <= 0;
         fdata_pe8 <= 0;
         fwt_pe0   <= 0;
         fwt_pe1   <= 0;
         fwt_pe2   <= 0;
         fwt_pe3   <= 0;
         fwt_pe4   <= 0;
         fwt_pe5   <= 0;
         fwt_pe6   <= 0;
         fwt_pe7   <= 0;
         fwt_pe8   <= 0;
         cnt <= 0;
      end else begin
         if (send) begin
            if (cnt == 0) begin
               fdata_pe6 <= data[23:16];
               fdata_pe7 <= data[15:8];
               fdata_pe8 <= data[7:0];
               fwt_pe6 <= wt[23:16];
               fwt_pe7 <= wt[15:8];
               fwt_pe8 <= wt[7:0];
               cnt <= 1;
            end else if (cnt == 1) begin
               fdata_pe3 <= data[23:16];
               fdata_pe4 <= data[15:8];
               fdata_pe5 <= data[7:0];
               fwt_pe3 <= wt[23:16];
               fwt_pe4 <= wt[15:8];
               fwt_pe5 <= wt[7:0];
               cnt <= 2;
            end else if (cnt == 2) begin
               fdata_pe0 <= data[23:16];
               fdata_pe1 <= data[15:8];
               fdata_pe2 <= data[7:0];
               fwt_pe0 <= wt[23:16];
               fwt_pe1 <= wt[15:8];
               fwt_pe2 <= wt[7:0];
               cnt <= 3;
            end else if (cnt==3) begin
	       data_pe0 <= fdata_pe0;
	       data_pe1 <= fdata_pe1;
	       data_pe2 <= fdata_pe2;
	       data_pe3 <= fdata_pe3;
	       data_pe4 <= fdata_pe4;
	       data_pe5 <= fdata_pe5;
	       data_pe6 <= fdata_pe6;
	       data_pe7 <= fdata_pe7;
	       data_pe8 <= fdata_pe8;
	       wt_pe0 <= fwt_pe0;
	       wt_pe1 <= fwt_pe1;
	       wt_pe2 <= fwt_pe2;
	       wt_pe3 <= fwt_pe3;
	       wt_pe4 <= fwt_pe4;
	       wt_pe5 <= fwt_pe5;
	       wt_pe6 <= fwt_pe6;
	       wt_pe7 <= fwt_pe7;
	       wt_pe8 <= fwt_pe8;
	       cnt <= 4;
	    end else if (cnt==4) begin  
	       cnt <= 5;
	    end else if (cnt==5) begin
	       cnt <= 6;
	    end else if (cnt==6) begin
	       cnt <= 7;
            end else if (cnt==7) begin
	       cnt <=8;
            end else if (cnt==8) begin
	       cnt <= 9;
            end else if (cnt==9) begin
	       cnt <= 8;
            end else if (cnt==10) begin
	       cnt <= 9;
            end else if (cnt==11) begin
	       cnt <= 10;
            end else if (cnt==12) begin
	       cnt <= 11;
            end else if (cnt==13) begin
	       cnt <= 12;
            end else if (cnt==14) begin
	       cnt <= 15;
            end else begin
	       cnt <= 0;
	       data_pe0 <= 0;
	       data_pe1 <= 0;
	       data_pe2 <= 0;
	       data_pe3 <= 0;
	       data_pe4 <= 0;
	       data_pe5 <= 0;
	       data_pe6 <= 0;
	       data_pe7 <= 0;
	       data_pe8 <= 0;
	       wt_pe0 <= 0;
	       wt_pe1 <= 0;
	       wt_pe2 <= 0;
	       wt_pe3 <= 0;
	       wt_pe4 <= 0;
	       wt_pe5 <= 0;
	       wt_pe6 <= 0;
	       wt_pe7 <= 0;
	       wt_pe8 <= 0;
	    end
         end  
	 else begin
	    data_pe0 <= 0;
            data_pe1 <= 0;
	    data_pe2 <= 0;
            data_pe3 <= 0;
            data_pe4 <= 0;
	    data_pe5 <= 0;
            data_pe6 <= 0;
	    data_pe7 <= 0;
            data_pe8 <= 0;
            wt_pe0 <= 0;
            wt_pe1 <= 0;
            wt_pe2 <= 0;
            wt_pe3 <= 0;
            wt_pe4 <= 0;
            wt_pe5 <= 0;
            wt_pe6 <= 0;
            wt_pe7 <= 0;
            wt_pe8 <= 0;
	 end  
      end
   end
endmodule

===== flow/run.sh =====
#!/bin/bash
# OpenROAD 26Q1-2900-gdf79404cd8, Yosys 0.63+post, stock flow scripts
make -C /OpenROAD-flow-scripts/flow DESIGN_CONFIG=/design/flow/config.mk WORK_HOME=/design/flow/orfs finish

==> impl_metrics.yaml <==
# synthesis and place-and-route metrics
die:
  chip_area_sq_um: 27200
  fp-row-count: 59
  core_util_floorplan_pct: 40.8
  die_w_microns: 165
  ios: 195
  core_region_area_sq_um: 26100
  die_y_microns: 165
job:
  log.warning_count: 25
  cap_violations: 0
clock_network:
  clk_latency_ps: 550
  post_cts_resized: 0
  cts-root-buf: "clkbuf_16"
  htreeDepth: 1
  clock-sinks: 302
  cts_setup_buffers: 0
  cts_tree: "yes"
  ctsHoldBuffers: 0
  clk_pin_slew_ps: 60
  cts_buffers: 31
  clockBufferDepth: 3
critical_path:
  cp_num_buf_inv: 4
  crit_family: "buffers and inverters"
  worst_path_most_repeated_cell: "buf_4"
  critPathArrivalTime_ps: 4440
  worst-path-max-fanout: 57
  critPathMaxStageDelay_ps: 690
  crit_slowest_cell: "buf_4"
  path_cells: "buf_4, a21oi_4, inv_2, a31oi_4, buf_4, buf_4"
  required_ps: 12370
  endpoint_kind: "flip-flop"
  path_class: "in -> reg"
  startpoint_type: "primary input"
final_timing:
  fin_crit_ps: 4270
  fmax_mhz: 234
  rsz0062_at_grt: "no"
  setup_slack_ps: 7930
  hold_viol: 0
  final.setup.tns_ps: 0
  fin_skew_ps: 19.5
  drv_slew: 0
  hold_slack_ps: 449
  period_used_pct: 35.0
  slew_headroom_pct: 50.9
  setup_viol: 0
  tightest_slew_ps: 736
synthesis:
  ys_ff: 302
  synth_top_cell_by_count: "nand2_1"
  yosys.area_share.simple_pct: 16.6
  ys_seq_share_pct: 70.4
  synth_cells: 900
  compound_area_share_pct: 8.85
  xor_share_pct: 0
  ys_types: 25
  synth_area_leader_cell: "edfxtp_1"
  yosysChipArea_sq_um: 10600
  ys_cells: 900
  ys_sh_adder_pct: 0
  edf_count: 144
  async_reset_ff_share_pct: 0
  synthTopCellsByArea: "edfxtp_1 41%, dfxtp_1 30%, and3_1 8.5%, nand2_1 6.9%, a21oi_1 4.6%"
  common_cells: "194 x nand2_1, 158 x dfxtp_1, 144 x and3_1, 144 x edfxtp_1, 98 x a21oi_1"
  top_logic_kind: "simple AND/OR/NAND/NOR gates"
  synth_top_area_share_pct: 40.7
  ys_warn_count: 1
  synth_area_sq_um: 10600
  mux_share_pct: 0.753
  flop_cell: "dfxtp_1"
  syn_avg_cell_area_sq_um: 11.8
power:
  cellPowerDensity_nw_per_um2: 156
  p_leak_nw: 5.35
  irDropWorstVdd_uv: 116
route:
  vias_per_cell: 5.06
  drt-total-wl_mm: 25.2
  routedWlPerCell_microns: 17.7
  dr.pass1.iters: 4
  antenna-diode-count: 0
  vias: 7216
  drt_iter0_drc: 413
  drc: 0
  antenna_left: 0
grt:
  grt_pass1_vias: 7017
  grt_first_pass_wirelength_mm: 38.7
  grt.total_usage_pct: 19.7
  grt_max_degree: 82
  grt-ovfl-total: 0
  antenna_found_initial: 0
worst_hold_path:
  hp-class: "reg -> reg"
cells_and_area:
  largest_register_ffs: 14
  area_growth_pct: 29.7
  regMostFlops: "cnt"
  n_fill_cell: 2195
  drive_above_1_share_pct: 6.33
place:
  portBuffers: 194
  dp_worst_setup_slack_ps: 7370
  gp_congestion: 0.792
  hpwl_mm: 14.6
outcome:
  status: "complete, no violations"
[worst min-delay path, stage by stage, from the launching register on]
cell and delay [ps]:
dfxtp_1 300, nand2_1 50, a21oi_1 50
[layout by cell type, fill, tap and decap left out, types with 8 or more instances in the layout]
cell,netlist,routed
a21oi_1,98,97
a22o_1,48,48
and3_1,144,144
buf_4,8,16
clkbuf_16,0,31
clkdlybuf4s50_1,0,192
dfxtp_1,158,157
edfxtp_1,144,144
mux2i_1,8,8
nand2_1,194,194
nor2_1,14,13
[metrics by stage]
step	util (%)	cell area, sq um	std cells	power [mW]
CTS	52.9	13800	1425	2.18
finish	52.9	13800	1425	2.15
global route	52.9	13800	1425	2.23
global placement	49.1	12800	1367	1.27
floorplan	-	10600	900	1.18
detailed placement	49.1	12800	1367	1.26
[kinds of logic (layout without fill, tap and decap cells)]
group | count (synthesis) | after routing
and+or+nand+nor | 363 | 363
DFF | 302 | 302
AOI/OAI and AO/OA | 150 | 150
buffers and inverters | 77 | 267
muxes | 8 | 8
[power breakdown]
part / leakage, nW / switching [mW] / total (mW) / internal [mW]
Sequential: 2.69 / 0.0174 / 1.12 / 1.10
Combinational: 2.17 / 0.0594 / 0.124 / 0.0643
Clock: 0.491 / 0.379 / 0.912 / 0.533
Total: 5.35 / 0.456 / 2.15 / 1.70
[per-layer routing]
metal  routed length, microns  part of all wire, %  GRT usage, %
met5                        0                    0             0
met4                      549                  2.2          3.92
met3                     1660                  6.6          4.64
met2                    11700                   47          29.7
met1                    11300                   45          31.3
[worst paths after layout]
path / cells past startpoint / slack, ps / end / from
worst max-delay path: 6 / 7930 / data_pe8[0] / send
worst min-delay path: 2 / 450 / fdata_pe2[4] / fdata_pe2[4]
worst max register to register: 4 / 9360 / data_pe8[0] / cnt[10]
worst min register to register: 2 / 450 / fdata_pe2[4] / fdata_pe2[4]
[area by class of cell]
cell class,instances,area (sq um),area share [%]
sequential,302,7490,54.3
clock buffer,42,857,6.22
multi-input combinational,521,2840,20.6
inverter,1,3.75,0.0272
clock inverter,16,133,0.962
timing repair buffer,208,2040,14.8
tap,335,419,3.04
No activity file was given, so power comes from the tool's default toggle rates.
