==> flow/design.v <==
 module alu(
    input logic signed [23:0] A,
    input logic signed [23:0] B,
    input logic [3:0] OP,
    output logic signed [23:0] C,
    output logic branch_cond
 );
 always_comb begin
    case (OP)
        4'd0: C = A + B;  
        4'd1: C = A - B;  
        4'd2: C = A & B;  
        4'd3: C = A | B;  
        4'd4: C = ~A;  
        4'd5: C = ~A + 1'b1;  
        4'd6: C = A << 1;  
        4'd7: C = A >>> 1;  
        4'd8: C = {B[11:0], 12'b0};  
        4'd9: C = A - B;  
        4'd10: C = A - B;  
        4'd11: C = A;  
        4'd12: C = A;  
        default: C = 24'b0;
    endcase
 end  
   assign branch_cond = (OP == 4'd9) ? (C != 0) :  
 (OP == 4'd10) ? (C == 0) :  
 (OP == 4'd11) ? (C > 0) :  
 (OP == 4'd12) ? (C < 0) : 0;  
 endmodule  
==> flow/run.sh <==
#!/bin/bash
# OpenROAD 26Q1-2900-gdf79404cd8, Yosys 0.63+post, stock flow scripts
make -C /OpenROAD-flow-scripts/flow DESIGN_CONFIG=/design/flow/config.mk WORK_HOME=/design/flow/orfs finish
==> flow/config.mk <==
export PLATFORM = sky130hd
export DESIGN_NAME = alu
export DESIGN_NICKNAME = alu
export VERILOG_FILES = /design/flow/design.v
export SDC_FILE = /design/flow/constraint.sdc
export NUM_CORES = 4
export LEC_CHECK = 1
export CORE_UTILIZATION = 30
==> flow/constraint.sdc <==
current_design alu

set clk_period 19.2
set clk_io_pct 0.2

create_clock -name clk0 -period $clk_period

set non_clock_inputs [all_inputs -no_clocks]
set_input_delay [expr $clk_period * $clk_io_pct] -clock clk0 $non_clock_inputs
set_output_delay [expr $clk_period * $clk_io_pct] -clock clk0 [all_outputs]
==> results.tsv <==
metric	value	unit
hp-start	OP[0]	
ir_worst_vdd	16.71	uV
total_power	0.0001912	W
grt_setup_unrepaired	no	
drc	0	
portBuffers	77	
place_congestion	0.9868	
drt_iter0_markers	643	
num-clock-buffers	0	
die_h	125.8	microns
warnings	34	
syn_to_final_growth	17.95	%
antenna_found_initial	0	
cts_resized	0	
hold_viol	0	
synthTopCellsByCount	a21oi_1 (57), nand2_1 (53), o21ai_0 (52), clkbuf_1 (49), nor2_1 (42)	
ff_latch_area	0	sq um
synth_area_per_cell	6.496	sq um
holdBufCountCts	0	
crit_path_start	OP[3]	
layout_min_cycle_time	13.09	ns
vias_per_cell	6.476	
drive_gt1_share	5.738	%
leakagePower	1.968	nW
postSynthSeqShare	0	%
ys_cells	708	
grt_remaining_overflow	0	
ys_warn_count	1	
gr-usage-all-layers	25.12	%
ios	77	
cp.required	15.36	ns
finalCritPeriodShare	68.15	%
chipArea	15830	sq um
fillers	1590	
hold_class	primary input to primary output	
p_sw	0.0001097	W
die_w	125.8	microns
ys_chip_area	4599	sq um
ys_top_cells_by_area	ha_1 (7.3%), a21oi_1 (6.2%), o21ai_0 (5.7%)	
whs_path_depth	6	
synth.most_common_cell	a21oi_1	
pwr_density_cell	35.24	nW/um^2
core_region_area	14750	sq um
cp-endpoint	branch_cond	
path_class	primary input to primary output	
startpoint_type	primary input	
grt_max_degree	66	
path_max_fanout	41	
grt_pass1_wl	31.17	mm
slew_headroom	38.89	%
internal_power	0.00008143	W
largest_area_cell	ha_1	
syn_inst	708	
post_cts_buffers	0	
fp-utilization	31.17	%
sequentialPowerShare	0	%
n_antenna_cell	0	
rows	44	
swShare	57.40	%
timing.fmax	76.42	MHz
synthDistinctLibCells	84	
status	completed	
cap_violations	0	
cp.arrival	9.25	ns
logic_area	4264	sq um
worstMarginPinSlew	0.9147	ns
wl_per_cell	21.80	microns
tns	0	ns
flops	0	
critPathCaptureType	primary output	
netlist_area	4599	sq um
p_clk_share	0	%
ant_nets	0	
drv_slew	0	
first_global_vias	5479	
drt-pass1-iter-count	5	
finalSetupViolCount	0	
wirelength	19.97	mm
top_area_share	7.345	%
dp_hpwl	15.24	mm
vias	5932	
combPwrFrac	100.0	%
power groups by stage:
stage	clock [W]	sequential [W]	combinational, W
after CTS	0	0	0.000187
after global routing	0	0	0.000208
final	0	0	0.000191
worst max-delay path, cell delays in order:
cell	delay, ns
clkdlybuf4s50_1	0.45
buf_4	0.38
nor2b_1	0.39
nand2_1	0.13
nand2_1	0.10
nand2_1	0.28
nand2_1	0.17
xor2_1	0.18
ha_1	0.33
a21o_1	0.25
a311oi_1	0.60
nor3_1	0.13
or4b_2	0.64
a22oi_1	0.26
o211ai_1	0.11
and4bb_2	0.33
nand4_1	0.09
nand3_1	0.11
clkdlybuf4s50_1	0.47
cells by family (layout without fill, tap and decap cells):
logic type	after synthesis	count (layout)	share of synthesized area [%]
AND-OR/OR-AND	251	251	36.92
XOR/XNOR	45	45	8.569
adder cells (fa/ha/maj)	29	29	7.998
buffers and inverters	87	111	7.508
multiplexers	27	27	6.284
AND/OR/NAND/NOR	269	269	32.73
through the flow:
| stage | instances | hold WS, ns | instance area [sq um] | worst slack, ns | util [%] |
|---|---|---|---|---|---|
| after floorplan | 708 | 7.799 | 4599 | 7.521 | - |
| after global routing | 916 | 9.062 | 5425 | 5.650 | 36.77 |
| after detailed placement | 916 | 8.982 | 5425 | 6.199 | 36.77 |
| after global placement | 916 | 8.971 | 5425 | 6.173 | 36.77 |
| after CTS | 916 | 8.977 | 5425 | 6.206 | 36.77 |
| final | 916 | 8.988 | 5425 | 6.115 | 36.77 |
cells in the final DEF, fill, tap and decap left out, drive strengths merged, types with 11 or more instances in the layout:
cell,instances
or4,13
xnor2,22
clkdlybuf4s50,76
buf,11
nand3,27
nor3,23
xor2,23
o21ai,53
a22oi,14
inv,23
mux2i,21
a21oi,57
nor2b,15
nand2,53
ha,27
nand4,12
nor2,42
nor4,11
worst min path at each step:
stage,endpoint
6_report,C[23]
4_1_cts,C[23]
5_1_grt,C[2]
layout make-up:
class                      count  area share, %
inverter                      24          1.661
multi-input combinational    621          78.60
tap                          184          4.244
timing repair buffer          87          15.50
metal layers:
metal	vias up	global-route usage, %	wire [microns]
met5	-	0	0
met4	0	6.733	499
met3	40	2.944	1600
met2	311	40.42	9024
met1	2787	35.63	8842
li1	2794	-	-
Power and IR drop assume default switching activity.
