==> flow/design.v <==
module memory(input DataMEMRead, DataNPUWrite,
      input DataMEMWrite, clk, reset,
      input reg [23:0] S_data,
      output reg [23:0]R_data,
      input reg [71:0] N_data,
      input [5:0] address, 
      input [2:0] N_address); 
   reg [431:0]     mem; 
always @(posedge clk) begin
   if(reset) begin
      mem <= 432'b1;
      R_data <= 24'b0;
   end
   else begin
      if(DataMEMRead) begin
 R_data <= mem[24*address+: 24];
      end
      if(DataMEMWrite) begin
 mem[24*address+: 24] <= S_data;
      end
      if(DataNPUWrite) begin
 mem[72*N_address+: 72] <= N_data;
      end
   end  
 end  
 endmodule  
==> flow/run.sh <==
#!/bin/bash
# OpenROAD 26Q1-2900-gdf79404cd8, Yosys 0.63+post, stock flow scripts
make -C /OpenROAD-flow-scripts/flow DESIGN_CONFIG=/design/flow/config.mk WORK_HOME=/design/flow/orfs finish
==> flow/config.mk <==
export PLATFORM = sky130hd
export DESIGN_NAME = memory
export DESIGN_NICKNAME = memory
export VERILOG_FILES = /design/flow/design.v
export SDC_FILE = /design/flow/constraint.sdc
export NUM_CORES = 4
export LEC_CHECK = 1
export CORE_UTILIZATION = 30
==> flow/constraint.sdc <==
current_design memory

set clk_period 17.9
set clk_io_pct 0.2

create_clock -name clk0 -period $clk_period [get_ports {clk}]

set non_clock_inputs [all_inputs -no_clocks]
set_input_delay [expr $clk_period * $clk_io_pct] -clock clk0 $non_clock_inputs
set_output_delay [expr $clk_period * $clk_io_pct] -clock clk0 [all_outputs]
==> metrics.log <==
[flow] final metrics
INFO  metric run_status = finished, final reports clean
INFO  metric drt-total-wl = 294000 um
INFO  metric clockBufferDepth = 3
INFO  metric yosys.stat.seqShare = 27.5%
INFO  metric leakage_power = 13.7 nW
INFO  metric cp_max_fo = 42
INFO  metric grt-ovfl-total = 0
INFO  metric finalHoldViolations = 0
INFO  metric num_vias = 40841
INFO  metric synthesis.area_per_instance = 8.31 sq um
INFO  metric post_cts_resize_count = 0
INFO  metric core.rowCount = 121
INFO  metric finalInstanceArea = 39700 sq um
INFO  metric h-tree-depth = 2
INFO  metric largest_net_degree_at_the_start_of_global_routing = 97
INFO  metric synth.yosys.num_cells = 4000
INFO  metric nFillCells = 11378
INFO  metric final.setup_skew = 27.3 ps
INFO  metric cts_tree = done
INFO  metric ys_sh_mux = 15.4%
INFO  metric tool_warnings = 29
INFO  metric yosys_area = 33200 sq um
INFO  metric worst_hold_path_type = reg -> reg
INFO  metric layout_min_cycle_time = 8600 ps
INFO  metric post_drt_via_cell_ratio = 7.18
INFO  metric grt_antenna_before_repair = 40
INFO  metric synth.lib_cells_used.distinct = 99
INFO  metric worst-endpoint-required = 18510 ps
INFO  metric cts_root_buffer = sky130_fd_sc_hd__clkbuf_16
INFO  metric io-pin-count = 134
INFO  metric ys_sh_xor = 0.606%
INFO  metric simple_gate_share = 19.1%
INFO  metric power = 3.71 mW
INFO  metric port-buffer-count = 133
INFO  metric post_detailed_route_wirelength_per_cell = 51.6 um
INFO  metric place_area = 37800 sq um
INFO  metric post-route-drc-count = 0
INFO  metric cp-start-kind = input port
INFO  metric maximum_capacitance_violations = 0
INFO  metric number_of_sinks_on_the_clock_net = 456
INFO  metric seqCellArea = 9130 sq um
INFO  metric netlist_instances = 4000
INFO  metric die_width = 335 um
INFO  metric antenna_violating_nets_post_route = 0
INFO  metric layout_worst_path_cycle_share = 48.0%
INFO  metric groute.usage.overall = 53.1%
INFO  metric maxClockFrequency = 116 MHz
INFO  metric clk_pin_slew_worst_paths = 60 ps
INFO  metric synthTopLogicFamily = AND-OR/OR-AND gates
INFO  metric crit_arrival = 9210 ps
INFO  metric multi_input_comb_area = 22800 sq um
INFO  metric gp_routability_congestion = 1.15
INFO  metric post_cts_hold_buffer_count = 0
INFO  metric die_y_size = 335 um
INFO  metric timing_worst_slew_pin_value = 1290 ps
INFO  metric tns = 0 ps
INFO  metric cts_made_buffers = 58
INFO  metric vias_in_the_first_global_route = 37974
INFO  metric timing.critical_path.to_type = flip-flop
INFO  metric floorplan.initialDensity = 30.4%
INFO  metric async_flop_share = 0%
INFO  metric syn2layout_area_growth = 19.5%
INFO  metric post_synth_instance_area = 33200 sq um
INFO  metric detailedRoute.firstPassIterationCount = 9
INFO  metric synth-adder-area-share = 0.588%
INFO  metric powerDensity = 93.5 nW/um^2
INFO  metric dp.final_hpwl = 228000 um
INFO  metric whs = 453 ps
INFO  metric yosysWarningCount = 1
INFO  metric post_synth_tally_of_flip_flops_with_integrated_enable = 0
INFO  metric compound_area_share = 31.9%
INFO  metric rsz0062_at_grt = false
INFO  metric timing_worst_setup_path_type = in -> reg
INFO  metric coreArea = 109000 sq um
INFO  metric register_to_register_setup_slack = 15290 ps
INFO  metric max-slew-margin-rel = 13.2%
INFO  metric global_route_wire_length_before_repair = 381000 um
INFO  metric chipArea = 112000 sq um
INFO  metric synth_flop_count = 456
INFO  metric first_iter_violations = 5475
INFO  metric setup_viol = 0
INFO  metric ff_type = sky130_fd_sc_hd__dfxtp_1
INFO  metric post_route_cells_drive_above_1_share = 17.4%
INFO  metric clkLatencyLatePin = 710 ps
INFO  metric slew_violations = 0
INFO  metric peakVddDrop = 0.0831 mV
INFO  metric post-cts-setup-buffers = 0
cells in the mapped netlist, types with 17 or more instances:
cell / number / area share, %
sky130_fd_sc_hd__dfxtp_1: 456 / 27
sky130_fd_sc_hd__nor2_1: 424 / 4.8
sky130_fd_sc_hd__nand2_1: 316 / 3.6
sky130_fd_sc_hd__clkbuf_1: 276 / 3.1
sky130_fd_sc_hd__a21oi_1: 255 / 3.8
sky130_fd_sc_hd__a221o_1: 200 / 6.0
sky130_fd_sc_hd__o21ai_0: 160 / 2.4
sky130_fd_sc_hd__a22oi_1: 144 / 3.3
sky130_fd_sc_hd__nand3_1: 144 / 2.2
sky130_fd_sc_hd__mux4_2: 135 / 9.2
sky130_fd_sc_hd__mux2i_1: 129 / 3.9
sky130_fd_sc_hd__nor3_1: 122 / 1.8
sky130_fd_sc_hd__o211ai_1: 87 / 2.0
sky130_fd_sc_hd__a31oi_1: 78 / 1.5
sky130_fd_sc_hd__mux2_2: 70 / 2.4
sky130_fd_sc_hd__a211oi_1: 67 / 1.5
sky130_fd_sc_hd__a32oi_1: 66 / 1.7
sky130_fd_sc_hd__nor2b_1: 62 / 1.2
sky130_fd_sc_hd__and2_1: 57 / 1.1
sky130_fd_sc_hd__buf_1: 51 / 0.58
sky130_fd_sc_hd__nand4_1: 47 / 0.89
sky130_fd_sc_hd__buf_2: 43 / 0.65
sky130_fd_sc_hd__o22ai_1: 43 / 0.81
sky130_fd_sc_hd__and3_1: 38 / 0.72
sky130_fd_sc_hd__a221oi_1: 34 / 0.90
sky130_fd_sc_hd__a22o_1: 33 / 0.87
sky130_fd_sc_hd__inv_1: 32 / 0.36
sky130_fd_sc_hd__nor4_1: 31 / 0.58
sky130_fd_sc_hd__nand2b_1: 25 / 0.47
sky130_fd_sc_hd__a2bb2oi_1: 20 / 0.53
sky130_fd_sc_hd__a211o_1: 19 / 0.50
sky130_fd_sc_hd__o221ai_1: 18 / 0.47
sky130_fd_sc_hd__o21a_1: 17 / 0.38
sky130_fd_sc_hd__o31ai_1: 17 / 0.38
path summary, 6_finish.rpt:
check | from | depth (start not counted) | endpoint
setup / recovery | address[3] | 16 | mem[284]
hold / removal | mem[420] | 1 | mem[420]
setup reg to reg | mem[250] | 6 | R_data[10]
hold reg to reg | mem[420] | 1 | mem[420]
layer usage:
metal  track usage (%)  routed length [um]
met1              61.7              102000
met4              44.1               32000
met2              70.2              114000
met5              5.73                 826
met3              29.7               44000
kinds of logic (layout without fill, tap and decap cells):
family | after synthesis | in the layout
AND/OR/NAND/NOR | 1338 | 1338
other | 0 | 25
buffers and inverters | 408 | 597
multiplexers | 334 | 334
AND-OR/OR-AND | 1433 | 1433
XOR/XNOR | 16 | 16
flip-flops | 456 | 456
adder cells (fa/ha/maj) | 15 | 15
sequential cells by signal, summed over array words and instances, names as in the netlist:
signal,count
mem,432
R_data,24
power breakdown:
part	total (mW)	switching, mW	internal (mW)
logic	1.36	1.02	0.341
clock network	1.23	0.548	0.684
registers	1.12	0.0624	1.06
total	3.71	1.63	2.08
layout by cell type, fill, tap and decap left out, types with 135 or more instances in the layout:
cell                      instances
sky130_fd_sc_hd__nand3_1        144
sky130_fd_sc_hd__a221o_1        200
sky130_fd_sc_hd__mux4_2         135
sky130_fd_sc_hd__a22oi_1        144
sky130_fd_sc_hd__a21oi_1        253
sky130_fd_sc_hd__buf_4          331
sky130_fd_sc_hd__nand2_1        314
sky130_fd_sc_hd__o21ai_0        157
sky130_fd_sc_hd__nor2_1         415
sky130_fd_sc_hd__dfxtp_1        456
worst max-delay path, stage by stage:
cell and delay [ps]:
sky130_fd_sc_hd__clkdlybuf4s50_1 450, sky130_fd_sc_hd__buf_4 430, sky130_fd_sc_hd__ha_1 420, sky130_fd_sc_hd__o21ai_0 450
sky130_fd_sc_hd__nor4_1 130, sky130_fd_sc_hd__nor3_2 610, sky130_fd_sc_hd__nand3_1 150, sky130_fd_sc_hd__ha_1 370
sky130_fd_sc_hd__nand2b_1 210, sky130_fd_sc_hd__a31oi_4 200, sky130_fd_sc_hd__buf_4 460, sky130_fd_sc_hd__buf_4 520
sky130_fd_sc_hd__and2_1 620, sky130_fd_sc_hd__buf_4 290, sky130_fd_sc_hd__nand2_1 60, sky130_fd_sc_hd__a211oi_1 180
metrics by stage:
stage                     util (%)  std cells  setup slack (ps)
after floorplan                  -       4000              9880
after global placement        34.6       5565              8760
after detailed placement      34.6       5565              8760
after CTS                     36.3       5665              9440
after global routing          36.3       5673              9010
final                         36.3       5690              9300
layout make-up:
cell class / count / share of cell area, %
Timing Repair Buffer: 464 / 9.68
Inverter: 33 / 0.312
Clock inverter: 22 / 0.640
Clock buffer: 78 / 4.05
Multi-Input combinational cell: 3136 / 57.5
Sequential cell: 456 / 23.0
Antenna cell: 25 / 0.158
Tap cell: 1476 / 4.65
Power figures rest on the tool's default switching activity, not on a simulated workload.
